File: ./run.sh
#!/bin/bash
# OpenROAD 26Q1-2900-gdf79404cd8, Yosys 0.63+post, stock flow scripts
make -C /OpenROAD-flow-scripts/flow DESIGN_CONFIG=/design/flow/config.mk WORK_HOME=/design/flow/orfs finish
File: ./config.mk
export PLATFORM = sky130hd
export DESIGN_NAME = vga_timer
export DESIGN_NICKNAME = vga_timer
export VERILOG_FILES = /design/flow/design.v
export SDC_FILE = /design/flow/constraint.sdc
export NUM_CORES = 4
export LEC_CHECK = 1
export CORE_AREA = 10 10 111 111
export DIE_AREA = 0 0 121 121
File: ./constraint.sdc
current_design vga_timer

set clk_period 2.4
set clk_io_pct 0.2

create_clock -name clk0 -period $clk_period [get_ports {clk_i}]

set non_clock_inputs [all_inputs -no_clocks]
set_input_delay [expr $clk_period * $clk_io_pct] -clock clk0 $non_clock_inputs
set_output_delay [expr $clk_period * $clk_io_pct] -clock clk0 [all_outputs]
File: ./design.v
package stop_it_pkg;
typedef enum logic [4:0] {
    WAITING_TO_START,
    STARTING,
    DECREMENTING,
    CORRECT,
    WRONG,
    WON
} state_t;
endpackage
package muladd_pkg;
typedef enum logic [1:0] {
    IDLE,
    MUL,
    ADD
} state_t;
endpackage
package dinorun_pkg;
    localparam int ScreenWidth  = 640;
    localparam int ScreenHeight = 480;
    localparam int Ground = 400;
    localparam int ObstacleInitialX = 640;
    typedef enum logic [1:0] {
        TITLE_SCREEN,       
        GAME_RUNNING,       
        GAME_OVER           
    } state_t;
endpackage
module vga_timer (
input logic clk_i,
input logic rst_ni,
output logic hsync_o,
output logic vsync_o,
output logic visible_o,
output logic [9:0] position_x_o,
output logic [8:0] position_y_o
);
localparam int H_DISPLAY = 640;
localparam int H_FP = 16;
localparam int H_SYNC = 96;
localparam int H_TOTAL = 800;
localparam int V_DISPLAY = 480;
localparam int V_FP = 10;
localparam int V_SYNC = 2;
localparam int V_TOTAL = 525;
wire [9:0]h_display_d;
wire [4:0]h_fp_d;
wire [6:0]h_sync_cnst_d;
wire [9:0]h_total_d;
logic active_region_d;
wire [8:0]v_display_d;
wire [3:0]v_fp_d;
wire [1:0]v_sync_cnst_d;
wire [9:0]v_total_d;
reg [9:0] h_count_q;
reg [9:0] v_count_q;
wire [9:0] h_count_r_d;
wire [9:0] v_count_r_d;
wire [9:0] h_count_d;
wire [9:0] v_count_d;
logic h_sync_chk_d;
logic h_sync_chk_d1;
logic h_sync_chk_d2;
logic v_sync_chk_d;
logic v_sync_chk_d1;
logic v_sync_chk_d2;
logic set_d;
logic reset_d;
logic h_sync_d1;
logic v_sync_d1;
logic h_sync_d;
logic v_sync_d;
assign h_sync_d = !h_sync_d1;
assign v_sync_d = !v_sync_d1;
assign h_display_d = H_DISPLAY;
assign h_fp_d = H_FP;
assign h_sync_cnst_d = H_SYNC;
assign h_total_d = H_TOTAL;
assign v_display_d = V_DISPLAY;
assign v_fp_d = V_FP;
assign v_sync_cnst_d = V_SYNC;
assign v_total_d = V_TOTAL;
assign position_x_o = (h_count_r_d < h_display_d) ? h_count_r_d : 1'b0;
assign position_y_o = (v_count_r_d < v_display_d) ? v_count_r_d : 1'b0;
assign active_region_d = (h_count_r_d < h_display_d && v_count_r_d < v_display_d);
assign h_sync_chk_d1 = h_count_r_d >= h_display_d + h_fp_d;
assign h_sync_chk_d2 = h_count_r_d < h_display_d + h_fp_d + h_sync_cnst_d;
assign h_sync_chk_d = h_sync_chk_d1 && h_sync_chk_d2;
assign h_sync_d1 = h_sync_chk_d1 && h_sync_chk_d2;
assign v_sync_chk_d1 = v_count_r_d >= v_display_d + v_fp_d;
assign v_sync_chk_d2 = v_count_r_d < v_display_d + v_fp_d + v_sync_cnst_d;
assign v_sync_chk_d = v_sync_chk_d1 && v_sync_chk_d2;
assign v_sync_d1 = v_sync_chk_d1 && v_sync_chk_d2;
assign h_count_d = (h_count_r_d == h_total_d - 1) ? 1'b0 : h_count_r_d + 1'b1;
assign v_count_d = (v_count_r_d==v_total_d - 1 && h_count_d==1'b0)? 1'b0: v_count_r_d+1'b1;
assign set_d = 1'b1;
assign reset_d = 1'b0;
reg active_region_q;
always_ff @(posedge clk_i) begin
if(!rst_ni) begin
active_region_q <= 1'b0;
end else begin
active_region_q <= active_region_d;
end
end
assign visible_o = active_region_q;
assign h_count_r_d = h_count_q;
assign v_count_r_d = v_count_q;
reg h_sync_q;
always_ff @(posedge clk_i) begin
if(!rst_ni) begin
h_count_q <= reset_d;
h_sync_q <= set_d;
end else begin
if(h_count_r_d == h_total_d - 1)
h_count_q <= h_count_d;
else
h_count_q <= h_count_d;
if(h_sync_chk_d == 1'b1)
h_sync_q <= h_sync_d;
else
h_sync_q <= h_sync_d;
end
end
assign hsync_o = h_sync_q;
reg v_sync_q;
always_ff @(posedge clk_i) begin
if(!rst_ni) begin
v_count_q <= reset_d;
v_sync_q <= set_d;
end else begin
if (h_count_r_d == h_total_d - 1) begin
if(v_count_r_d == v_total_d - 1)
v_count_q <= v_count_d;
else
v_count_q <= v_count_d;
end
if(v_sync_chk_d == 1'b1)
v_sync_q <= v_sync_d;
else
v_sync_q <= v_sync_d;
end
end
assign vsync_o = v_sync_q;
endmodule
==> results.yml <==
# synthesis and place-and-route metrics
grt:
  grt_overflow: 0
  grtUsageTotal: 0.0415
  grt_pass1_wl_mm: 5.00
  antenna_found_initial: 0
  grt_max_degree: 13
  grt_pass1_vias: 978
die:
  die_w_microns: 121
  die_h_microns: 121
  chip_area_sq_mm: 0.0146
  io_pins: 24
  core_area_sq_mm: 0.00986
  num_rows: 36
  initCoreUtil: 0.124
placement:
  globalplace.congestion: 0.824
  port_buffers: 23
  dp.cells: 299
  hpwl_mm: 2.50
  place_ws_ns: 0.373
layout:
  lay_top_count: "clkdlybuf4s50_1"
  instances_no_fill: 303
  drive_above_1_share: 0.0765
  synthToLayoutAreaGrowth_pct: 35.1
  fill_cells: 1076
  most-common-layout-cells: "clkdlybuf4s50_1 (23), dfxtp_1 (21), and2_1 (16), nor2_1 (12), nand2_1 (10)"
  post-route-util: 0.168
detailed_routing:
  drt-total-wl_mm: 3.17
  dr_total_vias: 1068
  drc: 0
  drt_iter0_drc: 21
  wl_per_cell_microns: 10.4
  ant_nets: 0
  vias_per_cell: 3.52
  num_antenna_cells: 0
  first_pass_iters: 4
flow_run:
  tool_warnings: 29
  cap_violations: 0
pwr:
  power_w: 0.000665
  p_seq_frac: 0.591
  comb_power_share: 0.048
  p_sw_w: 0.000143
  swShare: 0.215
  clkPwrFrac: 0.361
  peakVddDrop_mv: 0.147
  p_int_w: 0.000522
  powerDensity_mw_per_mm2: 402
  p_leak_nw: 0.531
logic_synthesis:
  yosys_area_sq_mm: 0.00122
  synth-edff-count: 0
  synth_flops: 23
  syn_area_per_cell_sq_um: 8.28
  postSynthSeqShare: 0.376
  netlist.area_leader.share: 0.376
  ys.flop_type: "dfxtp_1"
  yosysCellCount: 148
  async_flop_share: 0
  synth-warning-count: 1
  syn_area_sq_mm: 0.00122
  largest_area_cell: "dfxtp_1"
  syn_inst: 148
  yosysUniqueCellTypes: 31
  synthTopCellsByArea: "dfxtp_1 (38%), and2_1 (8.2%), xnor2_1 (5.7%), ha_1 (5.1%), nor2_1 (4.0%)"
clocking:
  cts_sinks: 23
  clk_path_buf_depth: 2
  clkTransAtPathRegs_ns: 0.08
  holdBufCountCts: 0
  post_cts_resized: 0
  cts.root.buffer_cell: "clkbuf_8"
  numCtsBuffers: 3
  clk-insertion-delay-late_ns: 0.26
  cts_setup_buffers: 0
  htree_levels: 1
  cts_tree: "yes"
timing:
  tightest_slew_ns: 0.431
  relSlewSlack: 0.711
  setup_viol: 0
  setup-tns-final_ns: 0
  max_freq_mhz: 444
  final_max_slew_viol_count: 0
  fin_skew_ns: 0.00377
  hold_viol: 0
  finalClockPeriodUsage: 0.939
  grt_setup_unrepaired: "no"
  fin_ws_ns: 0.146
  period_minus_slack_ns: 2.25
critical_path:
  path_cells: "o21ai_0 > buf_4 > and2_1 > clkdlybuf4s50_1"
  cp-start-kind: "register"
  critPathSlowestCell: "dfxtp_1"
  cp.required_ns: 1.92
  critical_path_class: "register to primary output"
  cp_max_fo: 9
  crit_arrival_ns: 1.77
  crit_path_max_incr_delay_ns: 0.54
  end_kind: "primary output"
worst_hold_path:
  hold_path.class: "register to register"
outcome:
  status: "completed"
[synth_stat cells (2+ instances only)]
master,instances
dfxtp_1,23
and2_1,16
nor2_1,13
nand2_1,10
nor3_1,8
xnor2_1,8
inv_1,7
nand3_1,7
nand4_1,7
o21ai_0,6
or3_1,6
ha_1,5
a21oi_1,4
clkbuf_1,4
nor2b_1,4
xor2_1,3
buf_2,2
nor4b_1,2
[layer usage]
metal / share of wire / GRT usage
met4: 0.017 / 0.00905
met3: 0.047 / 0.00897
met1: 0.46 / 0.0533
met5: 0 / 0
met2: 0.47 / 0.0697
[worst paths after layout]
check	from	to	slack, ns	depth (start not counted)
min reg2reg	h_count_q[0]$_SDFF_PN0_	h_count_q[0]$_SDFF_PN0_	0.52	1
max	h_count_q[9]$_SDFF_PN0_	position_x_o[1]	0.15	4
max reg2reg	h_count_q[0]$_SDFF_PN0_	v_count_q[5]$_SDFFE_PN0N_	0.35	5
min	h_count_q[0]$_SDFF_PN0_	h_count_q[0]$_SDFF_PN0_	0.52	1
[state kept, by name, indices dropped and copies added (netlist names)]
| register | count |
|---|---|
| active_region_q | 1 |
| h_count_q | 10 |
| h_sync_q | 1 |
| v_count_q | 10 |
| v_sync_q | 1 |
[cell families (layout without fill, tap and decap cells)]
group,after synthesis,after routing,share of synthesized area
and+or+nand+nor,80,80,0.367
DFF,23,23,0.376
AOI/OAI and AO/OA,14,14,0.0684
buffers and inverters,14,36,0.0511
xor gates and xnor gates,11,11,0.0787
adders and majority gates,5,5,0.0511
muxes,1,1,0.00817
[critical path: cells and delay by family, from the launching register on]
family	cells	cell delay, ns
simple gates	1	0.15
compound gates	1	0.21
buf+inv	2	0.61
flops	1	0.54
[power by group through the flow]
| stage | clock network, W | logic, W | registers (W) |
|---|---|---|---|
| 6_report | 0.000240 | 0.0000318 | 0.000393 |
| 4_1_cts | 0.000246 | 0.0000328 | 0.000394 |
| 5_1_grt | 0.000264 | 0.0000358 | 0.000395 |
[stage by stage]
step / hold slack [ns] / area [sq um]
floorplan: 0.463 / 1220
global placement: 0.493 / 1600
detailed placement: 0.504 / 1600
CTS: 0.526 / 1650
global route: 0.554 / 1660
finish: 0.522 / 1660
[layout make-up]
type | count | area (sq um) | share of cell area
clock buffer | 4 | 45.0 | 0.0272
timing repair buffer | 25 | 245 | 0.148
inverter | 7 | 26.3 | 0.0159
multi-input combinational | 111 | 709 | 0.429
tap | 133 | 166 | 0.101
sequential | 23 | 463 | 0.280
Power and IR drop assume default switching activity.
