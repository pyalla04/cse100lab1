`design.v`:
```
package stop_it_pkg;
typedef enum logic [4:0] {
    WAITING_TO_START,
    STARTING,
    DECREMENTING,
    CORRECT,
    WRONG,
    WON
} state_t;
endpackage
package muladd_pkg;
typedef enum logic [1:0] {
    IDLE,
    MUL,
    ADD
} state_t;
endpackage
package dinorun_pkg;
    localparam int ScreenWidth  = 640;
    localparam int ScreenHeight = 480;
    localparam int Ground = 400;
    localparam int ObstacleInitialX = 640;
    typedef enum logic [1:0] {
        TITLE_SCREEN,       
        GAME_RUNNING,       
        GAME_OVER           
    } state_t;
endpackage
module score_counter (
    input  logic       clk_i,
    input  logic       rst_ni,
    input  logic       en_i,
    output logic [3:0] digit0_o,
    output logic [3:0] digit1_o,
    output logic [3:0] digit2_o,
    output logic [3:0] digit3_o
);
logic [3:0] digit0_d, digit0_q;
logic [3:0] digit1_d, digit1_q;
logic [3:0] digit2_d, digit2_q;
logic [3:0] digit3_d, digit3_q;
assign digit0_o = digit0_q;
assign digit1_o = digit1_q;
assign digit2_o = digit2_q;
assign digit3_o = digit3_q;
always_comb begin
    digit0_d = digit0_q + 1;
    digit1_d = digit1_q;
    digit2_d = digit2_q;
    digit3_d = digit3_q;
    if (digit0_d == 10) begin
        digit0_d = 0;
        digit1_d = digit1_q + 1;
    end
    if (digit1_d == 10) begin
        digit1_d = 0;
        digit2_d = digit2_q + 1;
    end
    if (digit2_d == 10) begin
        digit2_d = 0;
        digit3_d = digit3_q + 1;
    end
end
always_ff @(posedge clk_i) begin
    if (!rst_ni) begin
        digit0_q <= 0;
        digit1_q <= 0;
        digit2_q <= 0;
        digit3_q <= 0;
    end else if (en_i) begin
        digit0_q <= digit0_d;
        digit1_q <= digit1_d;
        digit2_q <= digit2_d;
        digit3_q <= digit3_d;
    end
end
endmodule
```
`run.sh`:
```
#!/bin/bash
# OpenROAD 26Q1-2900-gdf79404cd8, Yosys 0.63+post, stock flow scripts
make -C /OpenROAD-flow-scripts/flow DESIGN_CONFIG=/design/flow/config.mk WORK_HOME=/design/flow/orfs finish
```
`constraint.sdc`:
```
current_design score_counter

set clk_period 5.0
set clk_io_pct 0.2

create_clock -name clk0 -period $clk_period [get_ports {clk_i}]

set non_clock_inputs [all_inputs -no_clocks]
set_input_delay [expr $clk_period * $clk_io_pct] -clock clk0 $non_clock_inputs
set_output_delay [expr $clk_period * $clk_io_pct] -clock clk0 [all_outputs]
```
`config.mk`:
```
export PLATFORM = sky130hd
export DESIGN_NAME = score_counter
export DESIGN_NICKNAME = score_counter
export VERILOG_FILES = /design/flow/design.v
export SDC_FILE = /design/flow/constraint.sdc
export NUM_CORES = 4
export LEC_CHECK = 1
export CORE_AREA = 10 10 83 83
export DIE_AREA = 0 0 93 93
```
==> impl_metrics.csv <==
group,metric,value,unit
logic_synthesis,numSynthFlops,16,
floorplan,design.core.area,5140,µm²
logic_synthesis,synth_seq_share,29.1,%
worst_setup_path,setup_slack_of_the_worst_register_to_register_path,2440,ps
worst_setup_path,nature_of_the_critical_path_endpoint,"flop",
worst_setup_path,crit_required,5180,ps
cts,cts_buffer_depth,2,
routing,detail_route.drc_violations,0,
cts,clock_tree.htree_level_count,1,
global_route,first_global_vias,888,
cts,tritoncts,"built",
run_status,run_status,"finished, final reports clean",
timing,worst-slew-pin-transition,619,ps
routing,route.antenna.remaining_nets,0,
placed_design,hpwl_after_dpl,1.92,mm
worst_setup_path,criticalPathCategory,"in -> reg",
floorplan,floorplan.initialDensity,21.4,%
placed_design,numPortBuffers,18,
cts,tritoncts_num_sinks,16,
cts,worst_skew_pair.late_latency,250,ps
routing,route.antenna.diode_count,0,
routing,wl_per_cell,12.0,µm
routing,violation_count_after_the_first_detailed_routing_iteration,42,
floorplan,fp.dieW,93,µm
routing,drt-vias-per-instance,4.54,
timing,timing.final.setup_violations,0,
placed_design,dpl_worst_slack,2080,ps
layout,layout-area-overhead-vs-synth,26.6,%
global_route,maximum_number_of_pins_on_one_net_before_global_route_repair,19,
timing,layout_worst_path_cycle_share,53.0,%
worst_setup_path,critPathLaunchType,"primary input",
logic_synthesis,synthFlopType,"dfxtp_1",
cts,numCtsBuffers,3,
power,cellPowerDensity,190,nW/µm²
timing,worst_hold_slack,479,ps
cts,holdBufCountCts,0,
worst_setup_path,critical_path.endpoint,"digit3_q[3]$_SDFFE_PN0P_",
logic_synthesis,post_synthesis_cell_count,131,
worst_setup_path,ff2ff_path_depth,8,
worst_setup_path,timing.critical_path.slowest_cell_delay,870,ps
cts,cts.root.buffer_cell,"clkbuf_8",
worst_setup_path,cell_chain_of_the_critical_path,"clkdlybuf4s50_1 -> nand2_1 -> a31o_2 -> o32a_1 -> a21oi_1 -> mux2i_1",
floorplan,dieArea,8650,µm²
timing,grt_setup_unrepaired,"false",
worst_setup_path,total_stage_count_of_the_critical_path,6,
routing,detailedRoute.firstPassIterationCount,4,
timing,remaining_max_slew_budget_at_the_tightest_pin,58.6,%
worst_setup_path,crit_arrival,2830,ps
floorplan,die-height,93,µm
logic_synthesis,postSynth.asyncResetShare,0,%
worst_setup_path,launch_point_of_the_worst_path,"en_i",
worst_setup_path,buffer_and_inverter_count_on_the_worst_path,1,
logic_synthesis,postSynthAreaPerCell,8.40,µm²
routing,drt-total-wl,2.61,mm
worst_setup_path,timing.rr.start,"digit0_q[0]$_SDFFE_PN0P_",
timing,slew_viol_final,0,
cts,post-cts-setup-buffer-count,0,
logic_synthesis,synth-warning-count,1,
worst_hold_path,hold_class,"reg -> reg",
logic_synthesis,ys_chip_area,1100,µm²
logic_synthesis,synth_top_cell_by_area,"dfxtp_1",
floorplan,io-pin-count,19,
timing,timing.final.crit_period,2650,ps
layout,drive_above_1_share,6.12,%
worst_setup_path,reg2reg_to,"digit3_q[3]$_SDFFE_PN0P_",
timing,tns,0,ps
logic_synthesis,yosys-stat-cells,131,
logic_synthesis,synth_cell_types,49,
worst_setup_path,timing.critical_path.slowest_stage_cell,"clkdlybuf4s50_1",
routing,vias,986,
worst_setup_path,crit_fanout,18,
logic_synthesis,enable_flop_cells,0,
power,peakVddDrop,0.0000765,V
worst_setup_path,family_with_the_most_delay_on_the_worst_path,"buffers and inverters",
job,tool_warnings,26,
logic_synthesis,synthesis.area,1100,µm²
timing,fin_worst_skew,2.78,ps
logic_synthesis,synthMostInstantiatedCell,"dfxtp_1",
global_route,globalRoute.totalOverflow,0,
power,power.leakage,0.454,nW
global_route,grtUsageTotal,5.99,%
global_route,first_pass_grt_wire_length,4.38,mm
logic_synthesis,post_synth_main_area_contributors,"dfxtp_1 29%, ha_1 5.7%, nand2_1 4.8%, mux2i_1 4.6%, xnor2_1 4.0%",
job,max-cap-violations,0,
cts,clkTransAtPathRegs,60,ps
timing,hold_viol_final,0,
logic_synthesis,post_synth_most_frequent_cells,"16 x dfxtp_1, 14 x nand2_1, 10 x nor2_1",
logic_synthesis,synth_top_area_share,29.1,%
floorplan,core_rows,26,
cts,cts_resized,0,
placed_design,routabilityCongestion,0.841,
global_route,antenna_found_initial,0,
timing,timing.fmax,377,MHz
timing,finalWorstSetupSlack,2350,ps
[worst register-to-register path, stage by stage, from the launching register on]
cell and delay (ps):
dfxtp_1 390, ha_1 330, nand2b_1 190, nor2_1 90, a31o_1 330, mux2i_2 470
a41oi_1 260, a21oi_1 250, mux2i_1 190
[logic make-up (layout without fill, tap and decap cells)]
| family | count (synthesis) | after routing | synth area share, % |
|---|---|---|---|
| AOI/OAI and AO/OA | 31 | 31 | 21.4 |
| DFF | 16 | 16 | 29.1 |
| muxes | 7 | 7 | 6.83 |
| and+or+nand+nor | 56 | 56 | 28.1 |
| xor gates and xnor gates | 6 | 6 | 4.78 |
| adders and majority gates | 5 | 5 | 5.69 |
| buffers and inverters | 10 | 26 | 4.10 |
[through the flow]
stage               area, µm²  instances  utilization, %  power (W)
floorplan                1100        131               -   0.000145
global placement         1340        213            26.0   0.000152
detailed placement       1340        213            26.0   0.000153
CTS                      1390        217            27.1   0.000270
global route             1390        217            27.1   0.000278
finish                   1390        217            27.1   0.000264
[where the power goes]
group	switching [W]	total (W)	internal, W	leakage, nW
Sequential	0.00000313	0.000132	0.000129	0.129
Clock	0.0000447	0.000114	0.0000698	0.0288
Combinational	0.00000921	0.0000174	0.00000821	0.296
[per-layer routing]
metal	vias up	routed length, µm	GRT usage, %
li1	514	-	-
met1	455	1320	7.96
met2	15	1060	9.17
met3	2	194	2.42
met4	0	35	0.771
met5	-	0	0
[registers in the layout, indices dropped and copies added (netlist names)]
name,count
digit2_q,4
digit3_q,4
digit1_q,4
digit0_q,4
[how the worst min path moves through the flow]
stage                        start                       end  cells after the start
6_report  digit3_q[3]$_SDFFE_PN0P_  digit3_q[3]$_SDFFE_PN0P_                      2
5_1_grt   digit3_q[3]$_SDFFE_PN0P_  digit3_q[3]$_SDFFE_PN0P_                      2
4_1_cts   digit3_q[3]$_SDFFE_PN0P_  digit3_q[3]$_SDFFE_PN0P_                      2
[area by class of cell]
cell class / instances / area, µm²
fillers: 582 / 3750
multi-input cells: 105 / 734
flip-flops and latches: 16 / 320
repair buffers: 18 / 180
well taps: 70 / 87.6
clock buffers: 4 / 55.1
inverters: 4 / 15.0
[placed cells by master (no fill, tap or decap), types with 3 or more instances in the layout]
master and count:
mux2i_1 5, a31oi_1 3, dfxtp_1 16, ha_1 5, xnor2_1 5, or3b_1 3, inv_1 3, a21oi_1 5
nand3_1 5, nand2b_1 6, and2_1 4, clkdlybuf4s50_1 18, clkbuf_8 4, nor2_1 10, nand2_1 14, and3_1 3
No activity file was given, so power comes from the tool's default toggle rates.
